<file path="/design/flow/run.sh">
#!/bin/bash
# OpenROAD 26Q1-2900-gdf79404cd8, Yosys 0.63+post, stock flow scripts
make -C /OpenROAD-flow-scripts/flow DESIGN_CONFIG=/design/flow/config.mk WORK_HOME=/design/flow/orfs finish
</file>
<file path="/design/flow/config.mk">
export PLATFORM = sky130hd
export DESIGN_NAME = move_cell
export DESIGN_NICKNAME = move_cell
export VERILOG_FILES = /design/flow/design.v
export SDC_FILE = /design/flow/constraint.sdc
export NUM_CORES = 4
export LEC_CHECK = 1
export CORE_AREA = 10 10 70 70
export DIE_AREA = 0 0 80 80
</file>
<file path="/design/flow/constraint.sdc">
current_design move_cell

set clk_period 2.5
set clk_io_pct 0.2

create_clock -name clk0 -period $clk_period

set non_clock_inputs [all_inputs -no_clocks]
set_input_delay [expr $clk_period * $clk_io_pct] -clock clk0 $non_clock_inputs
set_output_delay [expr $clk_period * $clk_io_pct] -clock clk0 [all_outputs]
</file>
<file path="/design/flow/design.v">
module move_cell(
   from,
   to,
   to_is_marked,
   next_from,
   next_to,
   cont,   
   moved
);
input      [3:0] from,
                 to;
input            to_is_marked;
output reg [3:0] next_from,
                 next_to;
output reg       cont,
                 moved;
always @(*) begin
   if(from == 4'b0 | to_is_marked) begin
      next_from = from;
      next_to   = to;
      cont      = 1'b0;
      moved     = 1'b0;
   end
   else if(to == 4'b0) begin
      next_from = 4'b0;
      next_to   = from;
      cont      = 1'b1;
      moved     = 1'b1;
   end
   else if(from == to) begin
      next_from = 4'b0;
      next_to   = to + 1'b1;
      cont      = 1'b0;
      moved     = 1'b1;
   end
   else begin
      next_from = from;
      next_to   = to;
      cont      = 1'b0;
      moved     = 1'b0;
   end
end
endmodule
</file>
==> reports/metrics.yaml <==
instances_no_fill: 119
placed_cells: 114
io_buffers: 19
post_drt_wl_per_cell_um: 10.2
critPathMaxFanout: 6
antenna_found_initial: 0
gp_congestion: 0.757
viasPerCell: 3.30
worst_pin_slew_ps: 307
grt_usage_pct: 3.84
placed_cell_area_sq_um: 611
holdWs_ps: 1450
die_w_um: 80
required_ps: 2000
dr_wl_met3_um: 91
p_leak_nw: 0.297
grt_pass1_vias: 415
power_density_mw_per_mm2: 137
mostFrequentLayoutCells: "16 x buf_4, 7 x buf_2, 6 x dlygate4sd2_1, 4 x and2_1, 4 x nor2_1"
status: "finished, final reports clean"
period_used_pct: 97.9
synthCells: 37
core_area_sq_mm: 0.00342
ys_seq_share_pct: 0
synth_cell_types: 21
ir_drop_uv: 22.0
ant_nets: 0
die_area_sq_mm: 0.00640
critPathCaptureType: "output pin"
slowest_stage: "clkdlybuf4s50_1"
drive_gt1_share_pct: 56.2
synth_area_per_cell_sq_um: 7.37
fp_util_pct: 7.99
dpl.hpwl_um: 951
row_count: 21
cp_cell_sequence: "clkdlybuf4s15_2, xor2_2, nor4_4, buf_4, o21ai_4, inv_1, clkdlybuf4s50_1"
drt-total-wl_um: 1220
drcViolationCount: 0
yosys_cells: 37
yosys_warnings: 1
start_kind: "primary input"
fin_area_sq_um: 686
min_path_type: "primary input to output pin"
warning_count: 33
clock_buffers: 0
overflow: 0
totalPowerFinal_mw: 0.0942
seq_area_sq_um: 0
lay_top_count: "buf_4"
ys_chip_area_sq_um: 273
setup_tns_ps: 0
max_freq_ghz: 0.409
critPathArrivalTime_ps: 1950
grt_start_max_net_pins: 7
setup_slack_ps: 52.4
drt_iter0_drc: 24
numSequentialCells: 0
drv_cap: 0
finalHoldViolCount: 0
highest_layer: "met3"
cp_top_family: "buffers and inverters"
die_y_um: 80
fin_util_pct: 20.1
relSlewSlack_pct: 79.6
pre_cts_ws_ps: -486
maxSlewViolCount: 0
syn2layout_area_growth_pct: 151
ios: 19
setup_violations: 0
route.antenna.diode_count: 0
met1Wirelength_um: 616
path_buffers: 4
grt_pass1_wl_um: 2060
critPathMaxStageDelay_ps: 450
num-fill-cells: 374
wl_met2_um: 507
crit_type: "primary input to output pin"
min_period_ps: 2450
first_pass_iters: 2
synthesis.area_sq_um: 273
vias: 393
[final cells by class]
class	count	area, sq um	share of cell area [%]
Inverter	3	11.3	1.64
Timing Repair Buffer	36	270	39.4
Tap cell	46	57.6	8.39
Multi-Input combinational cell	34	347	50.5
[per-layer routing]
| layer | vias to the layer above | global-route usage, % |
|---|---|---|
| met5 | - | 0 |
| met4 | 0 | 0 |
| met3 | 0 | 0.455 |
| met2 | 16 | 5.86 |
| met1 | 170 | 5.90 |
| li1 | 207 | - |
[cell usage after synthesis (all sizes together)]
cell type / instances / area (sq um)
ha: 2 / 25.0
nor2: 5 / 21.3
a221oi: 1 / 8.76
and3: 1 / 6.26
or2: 1 / 6.26
a21oi: 1 / 5.00
nor4: 2 / 27.5
xor2: 4 / 35.0
nand2b: 1 / 6.26
a22oi: 2 / 15.0
nor3b: 2 / 15.0
nand4: 1 / 6.26
o21ai: 1 / 8.76
o2bb2ai: 2 / 17.5
inv: 3 / 11.3
and2: 4 / 25.0
and4: 2 / 17.5
nor3: 2 / 15.0
[kinds of logic (layout without fill, tap and decap cells)]
logic type / after synthesis / after routing / synth area share (%)
AND/OR/NAND/NOR: 21 / 21 / 53.7
buffers and inverters: 3 / 39 / 4.13
AND-OR/OR-AND: 7 / 7 / 20.2
adder cells (fa/ha/maj): 2 / 2 / 9.17
XOR/XNOR: 4 / 4 / 12.8
[final timing paths]
path                    endpoint  cells past startpoint  slack (ps)   from
worst max-delay path       moved                      7          50  to[2]
worst min-delay path  next_to[0]                      5        1450  to[0]
[what timing repair did]
item,in CTS,in global routing
pin swaps,8,3
gates resized,50,8
cloned,0,0
buffers inserted,4,1
endpoints found under the setup margin,10,4
hold buffers,0,0
[tightest hold or removal path, stage by stage]
cell      delay (ps)
buf_2            110
inv_1             70
buf_4            110
a22oi_2           60
clkbuf_2          90
[power breakdown]
group	internal, mW	switching [mW]
clock	0	0
combinational	0.0524	0.0418
sequential	0	0
