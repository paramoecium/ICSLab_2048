[design/flow/design.v]
module LEDmatrix16(
                    iClk, 
                    iReset_n,
                    iData,
                    oData,
                    oShiftClk,
                    oStoreClk       );
input               iClk; 
input               iReset_n;
input   [255:0]     iData;
output              oData;
output              oShiftClk;
output              oStoreClk;
reg                 matrix[0:15][0:15];
reg                 oData;
reg                 oShiftClk;
reg                 oStoreClk;
reg     [7:0]       counter_256;
integer i,j;
always@(*) begin
    for(i=0;i<16;i=i+1)
        for(j=0;j<16;j=j+1)
            matrix[i][j] = iData[16*i+j];
    oData = iData[counter_256];
    oShiftClk = iClk;
    oStoreClk = counter_256[2];
end
always@(posedge iClk) begin
    if(!iReset_n) begin
        counter_256 <= 8'd0;
    end
    else begin
        counter_256 <= counter_256 + 8'd1;
    end
end
endmodule
[design/flow/run.sh]
#!/bin/bash
# OpenROAD 26Q1-2900-gdf79404cd8, Yosys 0.63+post, stock flow scripts
make -C /OpenROAD-flow-scripts/flow DESIGN_CONFIG=/design/flow/config.mk WORK_HOME=/design/flow/orfs finish
[design/flow/config.mk]
export PLATFORM = sky130hd
export DESIGN_NAME = LEDmatrix16
export DESIGN_NICKNAME = LEDmatrix16
export VERILOG_FILES = /design/flow/design.v
export SDC_FILE = /design/flow/constraint.sdc
export NUM_CORES = 4
export LEC_CHECK = 1
export CORE_AREA = 10 10 139 139
export DIE_AREA = 0 0 149 149
[design/flow/constraint.sdc]
current_design LEDmatrix16

set clk_period 9.9
set clk_io_pct 0.2

create_clock -name clk0 -period $clk_period [get_ports {iClk}]

set non_clock_inputs [all_inputs -no_clocks]
set_input_delay [expr $clk_period * $clk_io_pct] -clock clk0 $non_clock_inputs
set_output_delay [expr $clk_period * $clk_io_pct] -clock clk0 [all_outputs]
==> ci_impl_report.md <==
## Synthesis and layout report

| Metric | Value |
|---|---|
| Area post-placement | `5250 µm²` |
| Fin. Hold Viols | `0` |
| M1 GR Usage | `0.164` |
| Leak pwr | `1.79 nW` |
| Post-synthesis sequential area ratio | `0.0643` |
| DPL Wire Length | `12700 µm` |
| Fraction of registers with async set/reset | `0` |
| Yosys warning total | `2` |
| Pwr per Cell Area | `72.5 nW/µm²` |
| CP Cell Sequence | `clkbuf_16 -> clkbuf_16 -> clkdlybuf4s50_1` |
| # Cells Yosys | `200` |
| Gr busiest metal | `met2` |
| Met2 Use GR | `0.218` |
| Layout Skew | `0.00198 ns` |
| Status | `finished, final reports clean` |
| Remaining antenna violation count | `0` |
| Core box area | `16500 µm²` |
| Vias | `3003` |
| Slew Viols, Final | `0` |
| Hold Buf Count CTS | `0` |
| Delay-heaviest family, CP | `buffers and inverters` |
| Yosys stat area | `2490 µm²` |
| RSZ-0062 raised after global routing | `false` |
| Clk ins delay skew pair | `0.34 ns` |
| Routability congestion estimate | `0.914` |
| Initial antenna violation count | `0` |
| Die Y-Extent | `149 µm` |
| Dpl ws | `2.60 ns` |
| Worst slew margin | `0.490` |
| Clock-pin transition on the worst setup and hold timing paths | `0.04 ns` |
| Total Power | `0.392 mW` |
| Slowest-stage cell, CP | `clkdlybuf4s50_1` |
| Worst-Margin Slew | `0.746 ns` |
| Yosys cell types | `47` |
| # DRC | `0` |
| Via density | `4.50` |
| Fp_density | `0.151` |
| Global Route met3 Usage | `0.0521` |
| CP required | `7.92 ns` |
| Top reg by flops | `counter_256` |
| CP Max Fanout | `2` |
| Crit path top cell by count | `clkbuf_16` |
| Cell Area, Synth | `2490 µm²` |
| Post-Synthesis Cells | `200` |
| Max reg flops | `8` |
| GRT Overall Usage | `0.130` |
| Postcts setup bufs | `0` |
| Biggest regs | `counter_256 (8)` |
| Pin count of the biggest net entering global routing | `38` |
| Post-route setup slack | `2.33 ns` |
| Final non-filler cell total | `668` |
| Die area | `22200 µm²` |
| IO Count | `261` |
| ANT cells | `0` |
| Syn Area/Cell | `12.4 µm²` |
| Final setup violating endpoints | `0` |
| DRT Wirelength | `14800 µm` |
| Pre-antenna DRT Iters | `4` |
| Buf/Inv on CP | `3` |
| Vias in the first global route | `3562` |
| Finished Cell Area | `5410 µm²` |
| Prevailing post-synth register cell | `dfxtp_1` |
| CTS tree | `done` |
| Layout cells sized above 1 | `0.167` |
| Setup crit end kind | `output pin` |
| Placed insts | `661` |
| Synthesis-to-finish area growth | `117%` |
| Top cell excl fill/tap | `clkdlybuf4s50_1` |
| Startpoint types | `clock port` |
| Core Rows | `47` |
| Post_cts resized | `0` |
| Worst path max stage delay | `0.40 ns` |
| TNS Setup | `0 ns` |
| First-pass GRT wire length | `21700 µm` |
| Maximum VDD drop | `0.0401 mV` |
| Grt ovf | `0` |
| Flip-flops with a built-in enable | `0` |
| IO buf count | `260` |
| Most frequent cells in the layout | `clkdlybuf4s50_1 (260), mux4_2 (58), mux2i_1 (25), and2_1 (9), clkbuf_16 (6)` |
| Setup Crit Path Kind | `clk -> out` |
| HP Class | `reg -> reg` |
| CP arrival | `5.59 ns` |
| Max-Cap Viols | `0` |
| DR iter-0 viols | `60` |
| Post-synth regs | `8` |
| Count of tool warnings | `26` |
| Die X | `149 µm` |
| DR WL/cell | `22.2 µm` |
[worst register-to-register path, delay by kind of cell (launching register included)]
kind,cells,cell delay (ns)
AND-OR/OR-AND,1,0.17
flip-flops,1,0.73
AND/OR/NAND/NOR,2,0.65
buffers and inverters,1,0.59
[power by group]
part / switching, mW / total, mW / internal (mW)
logic: 0.0573 / 0.211 / 0.154
registers: 0.0131 / 0.0466 / 0.0336
clock network: 0.0230 / 0.134 / 0.112
[final timing paths]
kind | start | endpoint | slack, ns | depth (start not counted)
min reg2reg | counter_256[7] | counter_256[7] | 0.56 | 2
max | iClk | oShiftClk | 2.33 | 3
max reg2reg | counter_256[0] | counter_256[7] | 7.67 | 4
min | counter_256[7] | counter_256[7] | 0.56 | 2
[synthesized netlist by cell type, types with 5 or more instances]
master	instances	area share
mux4_2	58	0.52
and2_1	9	0.023
nor2b_1	5	0.013
nand3b_1	5	0.015
buf_2	11	0.022
mux2i_1	25	0.10
a22oi_1	5	0.015
dfxtp_1	8	0.064
[layer usage]
metal  wire, µm  up-vias
met5          0        -
met4         58        0
met3       1630        3
met2       7120      185
met1       6040     1435
li1           -     1380
[metrics by stage]
step	utilization	hold slack (ns)
floorplan	-	0.477
global placement	0.319	0.508
detailed placement	0.319	0.509
CTS	0.328	0.536
global route	0.328	0.597
finish	0.328	0.560
[area by class of cell]
class | count | area (µm²)
inverter | 3 | 11.3
tap | 220 | 275
fill | 1639 | 11100
timing repair buffer | 263 | 2620
multi-input combinational | 166 | 2160
clock buffer | 8 | 164
sequential | 8 | 169
[cells by family (layout without fill, tap and decap cells)]
group / after synthesis / after routing / share of synthesized area
buffers and inverters: 26 / 274 / 0.0663
multiplexers: 86 / 86 / 0.645
XOR/XNOR: 5 / 5 / 0.0176
AND-OR/OR-AND: 38 / 38 / 0.115
flip-flops: 8 / 8 / 0.0643
AND/OR/NAND/NOR: 36 / 36 / 0.0869
adder cells (fa/ha/maj): 1 / 1 / 0.00502
Power and IR drop assume default switching activity.
