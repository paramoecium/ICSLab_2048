==> /design/flow/design.v <==
module LEDmatrix8(reset,clk,mat_flat,row,red);
    input           reset,clk;
    input   [63:0]  mat_flat;
	output  [7:0]   row;
	output  [7:0]   red;
    parameter pixel_0  = 4'b1111;
    parameter pixel_1  = 4'b0111;
    parameter pixel_2  = 4'b1011;
    parameter pixel_3  = 4'b1101;
    parameter pixel_4  = 4'b1110;
    parameter pixel_5  = 4'b0011;
    parameter pixel_6  = 4'b0101;
    parameter pixel_7  = 4'b0110;
    parameter pixel_8  = 4'b0001;
    parameter pixel_9  = 4'b0010;
    parameter pixel_10 = 4'b1000;
    parameter pixel_11 = 4'b0000;
    reg     [3:0]   mat[0:3][0:3];
    integer i,j;
    always@(*) begin
        for(i=0;i<4;i=i+1) 
            for(j=0;j<4;j=j+1)
                mat[i][j][3:0] = mat_flat[16*i+4*j+:4];
    end
    reg     [0:7]   pattern[0:7];
    reg     [23:0]  slow_clk,next_slow_clk;
    reg     [7:0]   row,next_row;
    reg     [2:0]   row_count;
    reg     [7:0]   red,next_red;
    always@(*) begin 
        for(i=0;i<4;i=i+1) 
            for(j=0;j<4;j=j+1) begin
                case(mat[i][j])
                    4'd0 : {pattern[2*i][2*j+:2],pattern[2*i+1][2*j+:2]} = pixel_0 ;
                    4'd1 : {pattern[2*i][2*j+:2],pattern[2*i+1][2*j+:2]} = pixel_1 ;
                    4'd2 : {pattern[2*i][2*j+:2],pattern[2*i+1][2*j+:2]} = pixel_2 ;
                    4'd3 : {pattern[2*i][2*j+:2],pattern[2*i+1][2*j+:2]} = pixel_3 ;
                    4'd4 : {pattern[2*i][2*j+:2],pattern[2*i+1][2*j+:2]} = pixel_4 ;
                    4'd5 : {pattern[2*i][2*j+:2],pattern[2*i+1][2*j+:2]} = pixel_5 ;
                    4'd6 : {pattern[2*i][2*j+:2],pattern[2*i+1][2*j+:2]} = pixel_6 ;
                    4'd7 : {pattern[2*i][2*j+:2],pattern[2*i+1][2*j+:2]} = pixel_7 ;
                    4'd8 : {pattern[2*i][2*j+:2],pattern[2*i+1][2*j+:2]} = pixel_8 ;
                    4'd9 : {pattern[2*i][2*j+:2],pattern[2*i+1][2*j+:2]} = pixel_9 ;
                    4'd10: {pattern[2*i][2*j+:2],pattern[2*i+1][2*j+:2]} = pixel_10;
                    4'd11: {pattern[2*i][2*j+:2],pattern[2*i+1][2*j+:2]} = pixel_11;
                    default:{pattern[2*i][2*j+:2],pattern[2*i+1][2*j+:2]}= 4'b1111; 
                 endcase
            end
    end
    always@(*) begin
        next_row = {row[6:0],row[7]}; 
        next_slow_clk = slow_clk +1;
        next_red = pattern[row_count];
    end
    always@(negedge reset or posedge clk) begin
        if(!reset) begin
            slow_clk <= 0;
            row_count <= 3'd0;
            row <= 8'd1;
            red <= 8'd255;
        end
        else begin
            slow_clk <= next_slow_clk;
            if(next_slow_clk[17]^slow_clk[17]) begin
                row_count <= row_count +3'd1;
                row <= next_row;
            end
            red <= next_red;
        end    
    end
endmodule
==> /design/flow/config.mk <==
export PLATFORM = sky130hd
export DESIGN_NAME = LEDmatrix8
export DESIGN_NICKNAME = LEDmatrix8
export VERILOG_FILES = /design/flow/design.v
export SDC_FILE = /design/flow/constraint.sdc
export NUM_CORES = 4
export LEC_CHECK = 1
export CORE_UTILIZATION = 30
==> /design/flow/constraint.sdc <==
current_design LEDmatrix8

set clk_period 5.3
set clk_io_pct 0.2

create_clock -name clk0 -period $clk_period [get_ports {clk}]

set non_clock_inputs [all_inputs -no_clocks]
set_input_delay [expr $clk_period * $clk_io_pct] -clock clk0 $non_clock_inputs
set_output_delay [expr $clk_period * $clk_io_pct] -clock clk0 [all_outputs]
==> /design/flow/run.sh <==
#!/bin/bash
# OpenROAD 26Q1-2900-gdf79404cd8, Yosys 0.63+post, stock flow scripts
make -C /OpenROAD-flow-scripts/flow DESIGN_CONFIG=/design/flow/config.mk WORK_HOME=/design/flow/orfs finish
==> flow_metrics.tcl <==
# collected from the flow reports
set metrics [dict create \
    outcome "completed" \
    synth_seq_share_pct 26.85 \
    htree_levels 2 \
    grt_start_max_net_pins 37 \
    worst_pin_slew_ps 725.2 \
    crit_path_start_kind "register" \
    cts_tree "done" \
    ys_cells 449 \
    die_x_um 108.4 \
    async_flop_share_pct 100.0 \
    cts_buffer_depth 2 \
    instances_no_fill 662 \
    edf_count 0 \
    post_cts_buffers 0 \
    crit_arrival_ps 2710 \
    syn_area_per_cell_sq_um 7.566 \
    drt_wl_total_mm 8.949 \
    area_delta_synth_final_pct 31.53 \
    hold_path_end "slow_clk[0]" \
    antenna_found_initial 0 \
    crit_path_top_delay_cell "dfrtp_1" \
    cp_max_fo 15 \
    netlist_area_sq_mm 0.003397 \
    synth_top_area_share_pct 19.89 \
    clock_latency_ps 280 \
    gr-total-overflow 0 \
    worstPathRequired_ps 5480 \
    crit_type "reg2reg" \
    yosys_warnings 3 \
    root_buffer "clkbuf_16" \
    cts_made_buffers 5 \
    tns_ps 0 \
    dr.pass1.iters 5 \
    period_used_pct 47.66 \
    ios 82 \
    r2r_end "red[7]" \
    hold_viol 0 \
    rsz0062_at_grt "no" \
    finClkSkew_ps 2.979 \
    grt_pass1_vias 3181 \
    avgRoutedWirePerCell_um 13.52 \
    port_buffers 81 \
    synth_flops 36 \
    hold_path_depth 1 \
    setup_viol 0 \
    yosys_area_sq_mm 0.003397 \
    worstHoldStart "slow_clk[0]" \
    gr-usage-all-layers_pct 15.99 \
    clock_sinks 36 \
    relSlewSlack_pct 51.55 \
    cap_violations 0 \
    rows 38 \
    log.warning_count 29 \
    coreArea_sq_mm 0.01094 \
    cp-end-kind "register" \
    viasPerCell 5.285 \
    crit_chain "inv_1 -> ha_1 -> nor4_1 -> nand2_1 -> a2111oi_0 -> a31oi_1" \
    cts_resized 0 \
    reg2reg_setup_slack_ps 2770 \
    ys_types 54 \
    critical_path.max_stage_delay_ps 580 \
    leakage_nw 1.729 \
    ys.flop_type "dfrtp_1" \
    yosys-top-cells-area "dfrtp_1 20%, dfstp_2 7.0%, nor2_1 5.6%, a21oi_1 5.2%, xnor2_1 4.9%" \
    min_path_type "reg2reg" \
    die_height_um 108.4 \
    num-fill-cells 1084 \
    ir_drop_v 0.0001840 \
    clk_pin_slew_ps 60 \
    power.density_mw_per_mm2 176.5 \
    post-dp-hpwl_mm 6.848 \
    vias 3499 \
    chip_area_sq_mm 0.01175 \
    diodes 0 \
    layout-drive-gt1-share_pct 6.513 \
    cpLargestDelayFamily "simple AND/OR/NAND/NOR gates" \
    final_common_cell "clkdlybuf4s50_1" \
    layout_top_cells "80 x clkdlybuf4s50_1, 51 x nor2_1, 39 x nand2_1" \
    crit_buf_inv 1 \
    slew_viol_final 0 \
    netlist_instances 449 \
    dp_cells 654 \
    initCoreUtil_pct 31.06 \
    final_antenna_net_count 0 \
    r2r-start "row_count[2]" \
    timing.fmax_mhz 395.9 \
    gp_congestion 0.8407 \
    fin_crit_ps 2526 \
    grt_pass1_wl_mm 14.99 \
    reg2reg_depth 6 \
    cts-hold-fix-buffers 0 \
    drtIter0Drc 200 \
    drc_errors 0 \
    yosysTopAreaCell "dfrtp_1" \
]
where the power goes:
group	total [W]	switching, W	internal, W
registers	0.000286	0.00000186	0.000284
clock network	0.000331	0.000110	0.000221
logic	0.000172	0.0000823	0.0000897
per-layer routing:
metal / part of all wire, % / routed length [um] / track usage (%)
met5: 0 / 0 / 0
met2: 44 / 3947 / 25.50
met4: 0.83 / 74 / 2.124
met1: 49 / 4424 / 24.05
met3: 5.6 / 502 / 1.779
final cells by class:
class	instances	area [sq um]	area share, %
multi-input cells	372	2310	51.69
inverters	24	90.09	2.016
clock buffers	5	125.1	2.800
flip-flops and latches	36	912.1	20.41
clock inverters	3	42.54	0.9521
repair buffers	82	813.3	18.20
well taps	140	175.2	3.920
cell families (layout without fill, tap and decap cells):
logic type	count (synthesis)	count (layout)	share of synthesized area (%)
XOR/XNOR	24	24	6.188
flip-flops	36	36	26.85
buffers and inverters	41	114	5.157
AND/OR/NAND/NOR	184	184	27.00
multiplexers	13	13	4.678
AND-OR/OR-AND	144	144	27.55
adder cells (fa/ha/maj)	7	7	2.578
synthesized netlist by cell type (all sizes together) (10+ instances only):
cell type and number:
nor2 51, nand3 13, clkbuf 12, xnor2 19, a21oi 35, a211oi 13, o21ai 31, nor2b 21
nand2b 20, inv 24, nand2 39, o211ai 10, a31oi 12, dfrtp 27
worst register-to-register path, stage by stage (launching register included):
cell and delay, ps:
dfrtp_1 580, inv_1 170, ha_1 370, nor4_1 350
nand2_1 380, a2111oi_0 510, a31oi_1 70
stage by stage:
step	setup WS [ps]	hold slack [ps]	instance area [sq um]	utilization [%]	total power, W
floorplan	3200	422.4	3397	-	0.0003636
global placement	2610	443.4	4300	39.32	0.0004594
detailed placement	2584	441.5	4300	39.32	0.0004618
CTS	2770	449.4	4468	40.86	0.0007999
global route	2440	474.7	4468	40.86	0.0008306
finish	2774	450.6	4468	40.86	0.0007887
how the worst max path moves through the flow:
stage	startpoint	end	slack [ps]	cells after the start
4_1_cts	row_count[2]	red[5]	2770	6
5_1_grt	row_count[2]	red[5]	2440	6
6_report	row_count[2]	red[7]	2770	6
sequential cells by signal, summed over array words and instances, names as in the netlist:
| name | count |
|---|---|
| slow_clk | 17 |
| row_count | 3 |
| red | 8 |
| row | 8 |
No activity file was given, so power comes from the tool's default toggle rates.
